==> flow/design.v <==
module I2C_CCD_Config (	 
						iCLK,
						iRST_N,
						iExposure,
						I2C_SCLK,
						I2C_SDAT	);
input			iCLK;
input			iRST_N;
input	[15:0]	iExposure;
output		I2C_SCLK;
inout		I2C_SDAT;
reg	[15:0]	mI2C_CLK_DIV;
reg	[23:0]	mI2C_DATA;
reg			mI2C_CTRL_CLK;
reg			mI2C_GO;
wire		mI2C_END;
wire		mI2C_ACK;
reg	[15:0]	LUT_DATA;
reg	[5:0]	LUT_INDEX;
reg	[3:0]	mSetup_ST;
parameter	CLK_Freq	=	50000000;	 
parameter	I2C_Freq	=	20000;		 
parameter	LUT_SIZE	=	17;
always@(posedge iCLK or negedge iRST_N)
begin
	if(!iRST_N)
	begin
		mI2C_CTRL_CLK	<=	0;
		mI2C_CLK_DIV	<=	0;
	end
	else
	begin
		if( mI2C_CLK_DIV	< (CLK_Freq/I2C_Freq) )
		mI2C_CLK_DIV	<=	mI2C_CLK_DIV+1;
		else
		begin
			mI2C_CLK_DIV	<=	0;
			mI2C_CTRL_CLK	<=	~mI2C_CTRL_CLK;
		end
	end
end
I2C_Controller 	u0	(	.CLOCK(mI2C_CTRL_CLK),		 
						.I2C_SCLK(I2C_SCLK),		 
 	 	 	 	 	 	.I2C_SDAT(I2C_SDAT),		 
						.I2C_DATA(mI2C_DATA),		 
						.GO(mI2C_GO),      			 
						.END(mI2C_END),				 
						.ACK(mI2C_ACK),				 
						.RESET(iRST_N)	);
always@(posedge mI2C_CTRL_CLK or negedge iRST_N)
begin
	if(!iRST_N)
	begin
		LUT_INDEX	<=	0;
		mSetup_ST	<=	0;
		mI2C_GO		<=	0;
	end
	else
	begin
		if(LUT_INDEX<LUT_SIZE)
		begin
			case(mSetup_ST)
			0:	begin
					mI2C_DATA	<=	{8'hBA,LUT_DATA};
					mI2C_GO		<=	1;
					mSetup_ST	<=	1;
				end
			1:	begin
					if(mI2C_END)
					begin
						if(!mI2C_ACK)
						mSetup_ST	<=	2;
						else
						mSetup_ST	<=	0;							
						mI2C_GO		<=	0;
					end
				end
			2:	begin
					LUT_INDEX	<=	LUT_INDEX+1;
					mSetup_ST	<=	0;
				end
			endcase
		end
	end
end
always
begin
	case(LUT_INDEX)
	0	:	LUT_DATA	<=	16'h0000;
	1	:	LUT_DATA	<=	16'h2000;
	2	:	LUT_DATA	<=	16'hF101;	 
	3	:	LUT_DATA	<=	{8'h09,iExposure[15:8]}; 
	4	:	LUT_DATA	<=	{8'hF1,iExposure[7:0]};
	5	:	LUT_DATA	<=	16'h2B00;	 
	6	:	LUT_DATA	<=	16'hF1B0;
	7	:	LUT_DATA	<=	16'h2C00;	 
	8	:	LUT_DATA	<=	16'hF1CF;
	9	:	LUT_DATA	<=	16'h2D00;	 
	10	:	LUT_DATA	<=	16'hF1CF;
	11	:	LUT_DATA	<=	16'h2E00;	 
	12	:	LUT_DATA	<=	16'hF1B0;
	13	:	LUT_DATA	<=	16'h0500;	 
	14	:	LUT_DATA	<=	16'hF188;
	15	:	LUT_DATA	<=	16'h0600;	 
	16	:	LUT_DATA	<=	16'hF119;
	default:LUT_DATA	<=	16'h0000;
	endcase
end
endmodule
module I2C_Controller (
	CLOCK,
	I2C_SCLK, 
 	I2C_SDAT, 
	I2C_DATA, 
	GO,       
	END,      
	W_R,      
	ACK,       
	RESET,
	SD_COUNTER,
	SDO
);
	input  CLOCK;
	input  [23:0]I2C_DATA;	
	input  GO;
	input  RESET;	
	input  W_R;
 	inout  I2C_SDAT;	
	output I2C_SCLK;
	output END;	
	output ACK;
	output [5:0] SD_COUNTER;
	output SDO;
reg SDO;
reg SCLK;
reg END;
reg [23:0]SD;
reg [5:0]SD_COUNTER;
wire I2C_SCLK=SCLK | ( ((SD_COUNTER >= 4) & (SD_COUNTER <=30))? ~CLOCK :0 );
wire I2C_SDAT=SDO?1'bz:0 ;
reg ACK1,ACK2,ACK3;
wire ACK=ACK1 | ACK2 |ACK3;
always @(negedge RESET or posedge CLOCK ) begin
if (!RESET) SD_COUNTER=6'b111111;
else begin
if (GO==0) 
	SD_COUNTER=0;
	else 
	if (SD_COUNTER < 6'b111111) SD_COUNTER=SD_COUNTER+1;	
end
end
always @(negedge RESET or  posedge CLOCK ) begin
if (!RESET) begin SCLK=1;SDO=1; ACK1=0;ACK2=0;ACK3=0; END=1; end
else
case (SD_COUNTER)
	6'd0  : begin ACK1=0 ;ACK2=0 ;ACK3=0 ; END=0; SDO=1; SCLK=1;end
	6'd1  : begin SD=I2C_DATA;SDO=0;end
	6'd2  : SCLK=0;
	6'd3  : SDO=SD[23];
	6'd4  : SDO=SD[22];
	6'd5  : SDO=SD[21];
	6'd6  : SDO=SD[20];
	6'd7  : SDO=SD[19];
	6'd8  : SDO=SD[18];
	6'd9  : SDO=SD[17];
	6'd10 : SDO=SD[16];	
	6'd11 : SDO=1'b1; 
	6'd12  : begin SDO=SD[15]; ACK1=I2C_SDAT; end
	6'd13  : SDO=SD[14];
	6'd14  : SDO=SD[13];
	6'd15  : SDO=SD[12];
	6'd16  : SDO=SD[11];
	6'd17  : SDO=SD[10];
	6'd18  : SDO=SD[9];
	6'd19  : SDO=SD[8];
	6'd20  : SDO=1'b1; 
	6'd21  : begin SDO=SD[7]; ACK2=I2C_SDAT; end
	6'd22  : SDO=SD[6];
	6'd23  : SDO=SD[5];
	6'd24  : SDO=SD[4];
	6'd25  : SDO=SD[3];
	6'd26  : SDO=SD[2];
	6'd27  : SDO=SD[1];
	6'd28  : SDO=SD[0];
	6'd29  : SDO=1'b1; 
    6'd30 : begin SDO=1'b0;	SCLK=1'b0; ACK3=I2C_SDAT; end	
    6'd31 : SCLK=1'b1; 
    6'd32 : begin SDO=1'b1; END=1; end 
endcase
end
endmodule
==> flow/run.sh <==
#!/bin/bash
# OpenROAD 26Q1-2900-gdf79404cd8, Yosys 0.63+post, stock flow scripts
make -C /OpenROAD-flow-scripts/flow DESIGN_CONFIG=/design/flow/config.mk WORK_HOME=/design/flow/orfs finish
==> flow/config.mk <==
export PLATFORM = sky130hd
export DESIGN_NAME = I2C_CCD_Config
export DESIGN_NICKNAME = I2C_CCD_Config
export VERILOG_FILES = /design/flow/design.v
export SDC_FILE = /design/flow/constraint.sdc
export NUM_CORES = 4
export LEC_CHECK = 1
export CORE_UTILIZATION = 30
==> flow/constraint.sdc <==
current_design I2C_CCD_Config

set clk_period 2.3
set clk_io_pct 0.2

create_clock -name clk0 -period $clk_period [get_ports {iCLK}]

set non_clock_inputs [all_inputs -no_clocks]
set_input_delay [expr $clk_period * $clk_io_pct] -clock clk0 $non_clock_inputs
set_output_delay [expr $clk_period * $clk_io_pct] -clock clk0 [all_outputs]
==> qor.csv <==
stage;metric;value;unit
cts;clk_path_buf_depth;2;
die;fp.dieH;74.9;µm
die;core-area;5110;µm²
synth;edf_count;0;
route;post-route-drc-count;0;
sta;setup_viol;0;
synth;synth_flops;35;
global_routing;antenna_found_initial;0;
sta;finalHoldViolCount;0;
route;routed_wl;2220;µm
final_layout;final-comb-area;676;µm²
sta;fin_ws;0.272;ns
cts;numCtsBuffers;3;
pwr;peakVddDrop;0.363;mV
route;wire_per_inst;10.2;µm
global_routing;grt_max_degree;36;
global_routing;grtUsageTotal;0.0929;
route;ant_nets;0;
global_routing;overflow;0;
cts;clk_pin_slew;0.06;ns
sta;fin_skew;0.00105;ns
die;fp_util;0.312;
pwr;p_leak;0.766;nW
cts;cts.repair.resized;0;
sta;period_minus_slack;2.03;ns
critical_path;r2r_cells;3;
placed_design;gp_congestion;0.748;
sta;fin_tns_setup;0;ns
synth;syn_avg_cell_area;11.4;µm²
route;via_count;972;
pwr;p_total;0.775;mW
route;antenna_cells;0;
cts;postCtsHoldBufs;0;
sta;unclocked_pins;18;
sta;post-route-period-util;0.882;
final_layout;regArea;887;µm²
sta;slew_violations;0;
synth;ys_cells;140;
cts;htreeDepth;1;
synth;yosys.cell_types.count;42;
route;drt-initial-drc-count;41;
job;drv_cap;0;
final_layout;nFillCells;503;
cts;clk_latency;0.25;ns
cts;cts_root_buf;clkbuf_8;
sta;rsz0062_at_grt;no;
die;io-pin-count;20;
synth;ys_seq_share;0.557;
die;die_area;5600;µm²
global_routing;grt_pass1_wl;4020;µm
critical_path;endpoint_kind;output port;
sta;fin_hold_ws;0.520;ns
synth;synthCells;140;
final_layout;area_growth;10.5;%
run_status;status;finished clean;
synth;async_flop_share;1.00;
critical_path;cp.arrival;1.57;ns
worst_hold_path;holdCritPathClass;register to register;
placed_design;place_hpwl;1510;µm
die;rows;26;
cts;cts_tree;built;
route;viasPerCell;4.44;
job;warnings;44;
critical_path;worst_setup_path_start_kind;register;
cts;cts_setup_buffers;0;
placed_design;io_buffers;2;
synth;mappedNetlistArea;1590;µm²
global_routing;grt_pass1_vias;927;
die;die_w;74.9;µm
route;drt_first_pass_iters;4;
sta;unconstrained_endpoints;18;
synth;yosysChipArea;1590;µm²
critical_path;critical_path_class;register to output port;
placed_design;place_ws;0.564;ns
sta;fmax;493;MHz
final_layout;drive_above_1_share;0.148;
critical_path;worst-endpoint-required;1.84;ns
critical_path;cp_max_fo;2;
pwr;power.density;440;nW/µm²
synth;yosysWarnings;3;
synth;ys.flop_type;dfrtp_1;
worst_hold_path;hold_path_depth;2;
final_layout;utilization;0.345;
[metal layers]
metal | GRT usage | routed length, µm | up-vias
li1 | - | - | 498
met1 | 0.154 | 1250 | 464
met2 | 0.142 | 919 | 7
met3 | 0.00814 | 30 | 3
met4 | 0.0105 | 27 | 0
met5 | 0 | 0 | -
[registers in the layout, indices dropped and copies added (netlist names), named ones only]
signal / count
LUT_INDEX: 6
mI2C_CLK_DIV: 16
mI2C_CTRL_CLK: 1
mI2C_GO: 1
mSetup_ST: 2
u0.END: 1
u0.SCLK: 1
u0.SD_COUNTER: 6
[metrics by stage]
step,cells,area [µm²]
CTS,219,1760
global placement,215,1720
detailed placement,215,1720
finish,219,1760
floorplan,144,1610
global route,219,1760
[where the power goes]
part           leakage (nW)  switching [mW]  internal (mW)  total [mW]
combinational         0.299          0.0595         0.0185      0.0780
sequential            0.445         0.00799          0.472       0.480
clock                0.0228          0.0946          0.123       0.217
total                 0.766           0.162          0.613       0.775
[cell families (layout without fill, tap and decap cells)]
| group | count (synthesis) | count (layout) | share of synthesized area |
|---|---|---|---|
| mux | 3 | 3 | 0.0228 |
| other cells | 1 | 5 | 0.00235 |
| fa+ha+maj | 6 | 6 | 0.0471 |
| flops | 35 | 35 | 0.557 |
| simple gates | 48 | 48 | 0.160 |
| buf+inv | 11 | 16 | 0.0283 |
| compound gates | 21 | 21 | 0.0998 |
| xor+xnor | 15 | 15 | 0.0825 |
[area by class of cell]
| type | instances | share of cell area |
|---|---|---|
| clock buffers | 4 | 0.0256 |
| inverters | 8 | 0.0171 |
| multi-input cells | 98 | 0.384 |
| flip-flops and latches | 35 | 0.504 |
| well taps | 70 | 0.0498 |
| repair buffers | 4 | 0.0199 |
[path summary, 6_finish.rpt]
kind | start | to | slack [ns]
max | mI2C_CTRL_CLK$_DFFE_PN0N_ | I2C_SCLK | 0.27
min | mI2C_CLK_DIV[11]$_DFF_PN0_ | mI2C_CLK_DIV[11]$_DFF_PN0_ | 0.52
max reg2reg | mI2C_CLK_DIV[12]$_DFF_PN0_ | mI2C_CTRL_CLK$_DFFE_PN0N_ | 0.77
min reg2reg | mI2C_CLK_DIV[11]$_DFF_PN0_ | mI2C_CLK_DIV[11]$_DFF_PN0_ | 0.52
max in group asynchronous | iRST_N | mI2C_CLK_DIV[10]$_DFF_PN0_ | 1.38
min in group asynchronous | iRST_N | mI2C_CLK_DIV[0]$_DFF_PN0_ | 0.61
[cell usage after synthesis, types with 2 or more instances]
cell type   n  area [µm²]
and4_1      2        17.5
dfrtp_1    26         651
nand3b_1    2        15.0
xor2_1      8        70.1
inv_1       8        30.0
clkbuf_1    2        7.51
nor2_1     15        56.3
nand4_1     3        18.8
xnor2_1     7        61.3
dfstp_2     9         236
o211a_1     2        20.0
ha_1        6        75.1
o21ai_0     6        30.0
nand3_1    10        50.1
nand2_1     6        22.5
a21oi_1     2        10.0
[layout by cell type (no fill, tap or decap), types with 3 or more instances in the layout]
cell	instances
nand2_1	6
nand3_1	10
dfstp_2	9
xnor2_1	7
nor2_1	15
clkbuf_8	3
dfrtp_1	26
xor2_1	8
nand4_1	3
o21ai_0	6
ha_1	6
conb_1	5
inv_1	8
[worst max-delay path, cell delays in order (launching register included)]
cell and delay [ns]:
dfrtp_1 0.39, o41ai_1 0.40, clkdlybuf4s50_1 0.52
No activity file was given, so power comes from the tool's default toggle rates.
