===== flow/run.sh =====
#!/bin/bash
# OpenROAD 26Q1-2900-gdf79404cd8, Yosys 0.63+post, stock flow scripts
make -C /OpenROAD-flow-scripts/flow DESIGN_CONFIG=/design/flow/config.mk WORK_HOME=/design/flow/orfs finish

===== flow/constraint.sdc =====
current_design CCD_Capture

set clk_period 7.6
set clk_io_pct 0.2

create_clock -name clk0 -period $clk_period [get_ports {iCLK}]

set non_clock_inputs [all_inputs -no_clocks]
set_input_delay [expr $clk_period * $clk_io_pct] -clock clk0 $non_clock_inputs
set_output_delay [expr $clk_period * $clk_io_pct] -clock clk0 [all_outputs]

===== flow/design.v =====
module CCD_Capture(	oDATA,
					oDVAL,
					oX_Cont,
					oY_Cont,
					oFrame_Cont,
					iDATA,
					iFVAL,
					iLVAL,
					iSTART,
					iEND,
					iCLK,
					iRST	);
input	[9:0]	iDATA;
input			iFVAL;
input			iLVAL;
input			iSTART;
input			iEND;
input			iCLK;
input			iRST;
output	[9:0]	oDATA;
output	[10:0]	oX_Cont;
output	[10:0]	oY_Cont;
output	[31:0]	oFrame_Cont;
output			oDVAL;
reg				Pre_FVAL;
reg				mCCD_FVAL;
reg				mCCD_LVAL;
reg		[9:0]	mCCD_DATA;
reg		[10:0]	X_Cont;
reg		[10:0]	Y_Cont;
reg		[31:0]	Frame_Cont;
reg				mSTART;
assign	oX_Cont		=	X_Cont;
assign	oY_Cont		=	Y_Cont;
assign	oFrame_Cont	=	Frame_Cont;
assign	oDATA		=	mCCD_DATA;
assign	oDVAL		=	mCCD_FVAL&mCCD_LVAL;
always@(posedge iCLK or negedge iRST)
begin
	if(!iRST)
	mSTART	<=	0;
	else
	begin
		if(iSTART)
		mSTART	<=	1;
		if(iEND)
		mSTART	<=	0;		
	end
end
always@(posedge iCLK or negedge iRST)
begin
	if(!iRST)
	begin
		Pre_FVAL	<=	0;
		mCCD_FVAL	<=	0;
		mCCD_LVAL	<=	0;
		mCCD_DATA	<=	0;
		X_Cont		<=	0;
		Y_Cont		<=	0;
	end
	else
	begin
		Pre_FVAL	<=	iFVAL;
		if( ({Pre_FVAL,iFVAL}==2'b01) && mSTART )
		mCCD_FVAL	<=	1;
		else if({Pre_FVAL,iFVAL}==2'b10)
		mCCD_FVAL	<=	0;
		mCCD_LVAL	<=	iLVAL;
		mCCD_DATA	<=	iDATA;
		if(mCCD_FVAL)
		begin
			if(mCCD_LVAL)
			begin
				if(X_Cont<1279)
				X_Cont	<=	X_Cont+1;
				else
				begin
					X_Cont	<=	0;
					Y_Cont	<=	Y_Cont+1;
				end
			end
		end
		else
		begin
			X_Cont	<=	0;
			Y_Cont	<=	0;
		end
	end
end
always@(posedge iCLK or negedge iRST)
begin
	if(!iRST)
	Frame_Cont	<=	0;
	else
	begin
		if( ({Pre_FVAL,iFVAL}==2'b01) && mSTART )
		Frame_Cont	<=	Frame_Cont+1;
	end
end
endmodule

===== flow/config.mk =====
export PLATFORM = sky130hd
export DESIGN_NAME = CCD_Capture
export DESIGN_NICKNAME = CCD_Capture
export VERILOG_FILES = /design/flow/design.v
export SDC_FILE = /design/flow/constraint.sdc
export NUM_CORES = 4
export LEC_CHECK = 1
export CORE_UTILIZATION = 30

==> results.txt <==
run metrics: critical path launch point type register, first-pass GRT wire length between 10 and 15 mm, standard-cell row count 36, Top Layout Cells sky130_fd_sc_hd__clkdlybuf4s50_1 (79), sky130_fd_sc_hd__dfrtp_1 (68), sky130_fd_sc_hd__nand2_1 (25), sky130_fd_sc_hd__xor2_1 (25), sky130_fd_sc_hd__xnor2_1 (23), total clock buffers created by CTS 9, flip-flops with a built-in enable 0, floorplan core density 31.3%, Chip Area, Yosys roughly 0.003 mm^2, P_int ~0.00061 W, switching power 0.000178 W, power density over the cells approximately 190 mW/mm^2, switching power as a share of total power a little under a quarter, total count of hold-check failures in the final report 0, run status completed, kind of end point of the critical path output port, pin slew with the least headroom to its limit ~0.63 ns, CTS tree built, sequential share of power 50.8%, highest net fanout along the worst path 21, number of global-route vias before repair approximately 2,000, worst setup path startpoint mCCD_FVAL$_DFFE_PN0P_, count of instantiated cells in the yosys netlist about 260, synthesized flop and latch total 68, Worst EP required between 6 and 7 ns, Vias between 2,000 and 2,500, Mapped Avg Cell Area about 12 um^2, final antenna diode count 0, Max Fclk slightly above 300 MHz, largest net degree at the start of global routing ~42, clock latency of the later-clocked register in the worst-skew pair ~0.33 ns, Rel. slew slack 58.0%, count of buffers inserted at the top-level ports about 80, HPWL after detailed placement 4.58 mm, core box area ~0.0099 mm^2, post-route core utilization between 40% and 50%, violation tally from detailed-route iteration zero between 90 and 100, startpoint of the worst-slack reg-to-reg timing path X_Cont[2]$_DFFE_PN0P_, routed wire length approximately 6.4 mm, final setup vio count 0, proportion of synthesized flip-flops having asynchronous set or reset about 100%, length of routed met3 wiring approximately 210 um, number of distinct library cells after synthesis ~46, Hold/Removal Path Class reg2reg, fraction of final layout cells sized beyond drive strength 1 about a tenth, register area share after synthesis about 55%, tally of yosys warning messages 1, proportion of power drawn by the clock network around 41%, length of routed wiring on met1 3.19 mm, initial antenna violation count 0, Post-CTS Setup Bufs 0, number of buffers inserted for hold repair after clock tree synthesis 0, Residual DRC 0, total die size roughly 0.011 mm^2, clk root buf sky130_fd_sc_hd__clkbuf_8, total global routing track utilization 12.6%, peak supply drop 96.8 uV, Reg clk slew, reported paths approximately 0.07 ns, deepest level of the CTS H-tree 3, routed len/inst 13.1 um, data arrival time of the critical path roughly 1.7 ns, highest metal layer with signal wires met4, Comb power frac 7.9%, detail-routed via count per cell about 4.5, worst clock skew approximately 0.007 ns, cell count after synthesis roughly 260, Longest Clk Path Bufs 2, max-slew violation total from the final report 0, routability congestion estimate from global placement around 0.78, fillcell total 901, final worst-path cycle share between 40 and 50%, OpenROAD warning count 25, HP Start Frame_Cont[20]$_DFFE_PN0P_, number of top-level pins between 80 and 90, startpoint-to-endpoint class of the critical path reg2out, Detailed Routing Iterations Pass 1 4, sum of overflow across all layers after global routing 0, area overhead of the layout relative to synthesis 37.5%, die height between 100 and 150 um, fin crit period roughly 3.2 ns, number of maximum-capacitance violations 0, setup repair after global routing missed its margin no, dominant logic cell type in the layout sky130_fd_sc_hd__clkdlybuf4s50_1, met2 wire length approximately 2.8 mm, tally of nets with antenna violations remaining after routing 0, Die X-Extent about 100 um, netlist area before placement 0.00309 mm^2, Setup Total Neg Slack 0 ns, predominant post-synthesis flop cell sky130_fd_sc_hd__dfrtp_1, CTS-repair resized insts 0, number of clock sinks 68, Static Leak between 1.5 and 2 nW
flip-flops by register name (all words and copies together) (netlist names):
signal / flops
X_Cont: 11
Pre_FVAL: 1
Y_Cont: 11
Frame_Cont: 32
mCCD_FVAL: 1
mSTART: 1
mCCD_DATA: 10
mCCD_LVAL: 1
power groups by stage:
stage	clock, W	combinational (W)	sequential (W)
final	0.000326	0.0000623	0.000400
after global routing	0.000353	0.0000698	0.000403
after CTS	0.000339	0.0000639	0.000401
cell usage after synthesis (2+ instances only):
cell type / count / share of area (%)
sky130_fd_sc_hd__nand4_1: 13 / 2.6
sky130_fd_sc_hd__nor2_1: 18 / 2.2
sky130_fd_sc_hd__clkbuf_1: 3 / 0.36
sky130_fd_sc_hd__nor4_2: 2 / 0.81
sky130_fd_sc_hd__xnor2_1: 23 / 6.5
sky130_fd_sc_hd__inv_1: 3 / 0.36
sky130_fd_sc_hd__nand2_1: 25 / 3.0
sky130_fd_sc_hd__and3_1: 3 / 0.61
sky130_fd_sc_hd__nor3_1: 3 / 0.49
sky130_fd_sc_hd__nor2_2: 3 / 0.61
sky130_fd_sc_hd__a21boi_1: 2 / 0.49
sky130_fd_sc_hd__ha_1: 3 / 1.2
sky130_fd_sc_hd__nand3_1: 11 / 1.8
sky130_fd_sc_hd__nor3b_1: 2 / 0.49
sky130_fd_sc_hd__o22ai_1: 2 / 0.41
sky130_fd_sc_hd__and2_1: 13 / 2.6
sky130_fd_sc_hd__dfrtp_1: 68 / 55
sky130_fd_sc_hd__o21ai_1: 3 / 0.49
sky130_fd_sc_hd__nor4b_1: 3 / 0.85
sky130_fd_sc_hd__nor4_4: 2 / 1.4
sky130_fd_sc_hd__nand2b_1: 2 / 0.41
sky130_fd_sc_hd__and4_1: 6 / 1.7
sky130_fd_sc_hd__xor2_1: 25 / 7.1
layer usage:
| layer | GRT usage, % | up-vias |
|---|---|---|
| met3 | 1.37 | 9 |
| met1 | 21.6 | 1060 |
| met2 | 17.8 | 43 |
| li1 | - | 1074 |
| met5 | 0 | - |
| met4 | 2.28 | 0 |
worst paths after layout:
kind                                                    to  slack, ns  cells after the start
worst max-delay path                                 oDVAL       4.38                      2
worst min-delay path            Frame_Cont[20]$_DFFE_PN0P_       0.49                      1
worst max register to register       Y_Cont[0]$_DFFE_PN0P_       5.66                      5
worst min register to register  Frame_Cont[20]$_DFFE_PN0P_       0.49                      1
max in group asynchronous        Frame_Cont[5]$_DFFE_PN0P_       5.42                      2
min in group asynchronous           mCCD_DATA[1]$_DFF_PN0_       1.20                      1
cells by family (layout without fill, tap and decap cells):
group / count (synthesis) / count (layout) / share of synthesized area (%)
simple gates: 121 / 121 / 25.7
fa+ha+maj: 3 / 3 / 1.22
xor+xnor: 48 / 48 / 13.6
buf+inv: 10 / 102 / 1.58
flops: 68 / 68 / 55.1
mux: 1 / 1 / 0.365
compound gates: 10 / 10 / 2.43
stage by stage:
stage	instances	power, W	setup slack [ns]	instance area [um^2]	hold WS (ns)
after global placement	470	0.000470	4.19	4030	0.481
after floorplan	261	0.000422	4.92	3090	0.424
after detailed placement	470	0.000471	4.17	4030	0.486
final	486	0.000788	4.38	4240	0.490
after CTS	486	0.000804	4.31	4240	0.497
after global routing	486	0.000827	4.25	4240	0.518
layout make-up:
class	instances	area, um^2	area share (%)
well taps	133	166	3.92
inverters	5	18.8	0.442
multi-input cells	183	1340	31.5
clock buffers	12	145	3.42
flip-flops and latches	68	1700	40.1
repair buffers	81	803	18.9
clock inverters	4	72.6	1.71
worst max-delay path: stages (launching register included):
cell and delay (ns):
sky130_fd_sc_hd__dfrtp_1 0.70, sky130_fd_sc_hd__and2_1 0.21, sky130_fd_sc_hd__clkdlybuf4s50_1 0.46
Power figures rest on the tool's default switching activity, not on a simulated workload.
